`flow/run.sh`:
```
#!/bin/bash
# OpenROAD 26Q1-2900-gdf79404cd8, Yosys 0.63+post, stock flow scripts
make -C /OpenROAD-flow-scripts/flow DESIGN_CONFIG=/design/flow/config.mk WORK_HOME=/design/flow/orfs finish
```
`flow/config.mk`:
```
export PLATFORM = sky130hd
export DESIGN_NAME = control
export DESIGN_NICKNAME = control
export VERILOG_FILES = /design/flow/design.v
export SDC_FILE = /design/flow/constraint.sdc
export NUM_CORES = 4
export LEC_CHECK = 1
export CORE_AREA = 10 10 90 90
export DIE_AREA = 0 0 100 100
```
`flow/constraint.sdc`:
```
current_design control

set clk_period 4.1
set clk_io_pct 0.2

create_clock -name clk0 -period $clk_period [get_ports {clk}]

set non_clock_inputs [all_inputs -no_clocks]
set_input_delay [expr $clk_period * $clk_io_pct] -clock clk0 $non_clock_inputs
set_output_delay [expr $clk_period * $clk_io_pct] -clock clk0 [all_outputs]
```
`flow/design.v`:
```
module control(
  input wire clk,
  output reg led
);
  reg [7:0] counter;
  reg [7:0] cycle;
  always @(posedge clk) begin
    counter <= counter + 1;
    if (counter >= cycle)
      led <= 0;
    else
      led <= 1;
  end
  always @(posedge clk) begin
    if (counter == 0)
      cycle <= cycle + 1;
    else if (counter == 255)
      cycle <= cycle - 1;
  end
endmodule
```
==> run_results.csv <==
group,metric,value,unit
outcome,status,"complete, no violations",
detailed_routing,dr.first_iter.drc_count,31,
hold_path,holdCritStartpoint,"counter[0]",
worst_setup_path,cp-start-kind,"flop",
grt,grt_pass1_wl,2730,um
sta,whs,510,ps
placed_design,io_buffers,1,
clock_network,root_buffer,"clkbuf_8",
detailed_routing,vias,658,
worst_setup_path,r2r_start,"counter[6]",
final_layout,most-common-layout-cells,"ha_1 (16), inv_1 (11), xnor2_1 (9), dfxtp_1 (9), edfxtp_1 (8)",
run,maxCapViolations,0,
logic_synthesis,synth-edff-count,8,
logic_synthesis,ys_chip_area,1040,um^2
sta,finalClockPeriodUsage,0.557,
floorplan,core-area,6280,um^2
logic_synthesis,ys_ff,17,
sta,setup_violations,0,
grt,antenna_found_initial,0,
clock_network,cts_tree,"yes",
floorplan,dieArea,10000,um^2
power,ir_drop,0.161,mV
detailed_routing,via_per_inst,3.66,
worst_setup_path,worstSetupPathType,"reg2reg",
placed_design,post-dp-hpwl,1260,um
worst_setup_path,critPathRequiredTime,4100,ps
logic_synthesis,syn_inst,97,
sta,setup_slack,1810,ps
run,warnings,26,
sta,fmax,0.438,GHz
detailed_routing,wl_per_cell,9.12,um
detailed_routing,ant_nets,0,
power,power,0.302,mW
final_layout,synthToLayoutAreaGrowth,15.3,%
sta,hold_viol_final,0,
clock_network,cts_setup_buffers,0,
worst_setup_path,path_buffers,0,
clock_network,cts-htree-levels,1,
logic_synthesis,synth_cell_type_count,27,
logic_synthesis,ys_cells,97,
clock_network,hold_buffers,0,
worst_setup_path,reg2reg_slack,1810,ps
final_layout,layout.cells.most_common,"ha_1",
worst_setup_path,regToRegEndpoint,"cycle[7]",
clock_network,clock_sinks,17,
worst_setup_path,endpoint_kind,"flop",
placed_design,gp_congestion,0.805,
logic_synthesis,ys_async_sr_fraction,0,
final_layout,drive_above_1_share,0.0777,
clock_network,clockBufferDepth,2,
floorplan,die_w,100,um
final_layout,seq_area,420,um^2
sta,fin_skew,0.807,ps
hold_path,hold-path-endpoint,"counter[0]",
grt,grtUsageTotal,0.0323,
detailed_routing,wirelength,1640,um
floorplan,num_rows,29,
clock_network,cts_resized,0,
grt,grt_start_max_net_pins,10,
worst_setup_path,cp_max_fo,9,
worst_setup_path,worst_path_max_delay_cell,"ha_1",
logic_synthesis,ys_seq_share,0.405,
sta,tns,0,ps
sta,tightest_slew,263,ps
power,pwr_density_cell,252,nW/um^2
clock_network,clock_latency,250,ps
sta,maxSlewHeadroom,0.823,
final_layout,comb_area,577,um^2
floorplan,initCoreUtil,0.165,
worst_setup_path,critPathMaxStageDelay,380,ps
sta,rsz0062_at_grt,"false",
power,p_leak,0.497,nW
worst_setup_path,critPathTopFamily,"AND-OR/OR-AND gates",
grt,gr-total-overflow,0,
clock_network,cts-buffers-inserted,3,
final_layout,fillers,684,
logic_synthesis,flop_cell,"dfxtp_1",
grt,grt_pass1_vias,604,
sta,report.final.slew_viol_count,0,
detailed_routing,antennaDiodeCount,0,
worst_setup_path,cp_data_arrival_time,2290,ps
hold_path,whs_path_depth,1,
floorplan,die_h,100,um
worst_setup_path,startpoint,"counter[6]",
worst_setup_path,r2r_cells,7,
detailed_routing,drc,0,
logic_synthesis,synth_area_per_cell,10.7,um^2
sta,period_minus_slack,2290,ps
hold_path,hp-class,"reg2reg",
logic_synthesis,synth_area,1040,um^2
placed_design,pre_cts_slack,1800,ps
detailed_routing,drt_pre_antenna_iters,4,
clock_network,clkSlewWorstSetupHoldPaths,70,ps
worst_setup_path,crit_chain,"nor4_2 > nand3_2 > ha_1 > a211oi_1 > o21ai_0 > a31oi_1 > xnor2_1",
logic_synthesis,yosys_warnings,1,
floorplan,ios,2,
[registers in the layout, summed over array words and instances (netlist names)]
register and flops:
led 1, counter 8, cycle 8
[layout make-up]
cell class,instances,share of cell area
clock buffers,4,0.0376
inverters,11,0.0345
multi-input cells,69,0.482
flip-flops and latches,17,0.351
well taps,77,0.0805
repair buffers,2,0.0146
[worst max path at each step]
stage           to  depth (start not counted)  slack, ps
4_1_cts   cycle[7]                          7       1790
6_report  cycle[7]                          7       1810
5_1_grt   cycle[7]                          7       1670
[stage by stage]
step           cell area (um^2)  std cells   util
5_1_grt                    1200        180  0.191
3_5_place_dp               1150        176  0.184
6_report                   1200        180  0.191
2_1_floorplan              1040         97      -
3_3_place_gp               1150        176  0.184
4_1_cts                    1200        180  0.191
[worst register-to-register path, stage by stage, from the launching register on]
cell,delay [ps]
dfxtp_1,360
nor4_2,290
nand3_2,280
ha_1,380
a211oi_1,290
o21ai_0,130
a31oi_1,210
xnor2_1,90
[synth_stat cells, types with 2 or more instances]
library cell / number / area [um^2]
a211oi_1: 2 / 15.0
a21o_1: 4 / 30.0
a21oi_1: 5 / 25.0
dfxtp_1: 9 / 180
edfxtp_1: 8 / 240
ha_1: 16 / 200
inv_1: 11 / 41.3
nand2_1: 4 / 15.0
nand2b_1: 2 / 12.5
nand4_1: 4 / 25.0
nor2_1: 3 / 11.3
nor3_1: 2 / 10.0
o21ai_0: 3 / 15.0
xnor2_1: 9 / 78.8
xor2_1: 3 / 26.3
[report_power, final]
| group | internal (mW) | switching (mW) |
|---|---|---|
| sequential | 0.176 | 0 |
| combinational | 0 | 0 |
| clock | 0.0689 | 0.0570 |
| total | 0.245 | 0.0570 |
[logic make-up after synthesis]
group	count (synthesis)	synth area share
AOI/OAI and AO/OA	19	0.116
DFF	17	0.405
buffers and inverters	11	0.0398
xor gates and xnor gates	13	0.117
and+or+nand+nor	20	0.111
adders and majority gates	17	0.212
[routing by layer]
layer / track usage / vias to the layer above / share of wire
met3: 0.0125 / 0 / 0.038
met4: 0.00109 / 0 / 0
li1: - / 361 / -
met5: 0 / - / 0
met2: 0.0463 / 5 / 0.39
met1: 0.0475 / 292 / 0.57
Power is estimated from default activity; no workload was simulated.
